### flow/run.sh
#!/bin/bash
# OpenROAD 26Q1-2900-gdf79404cd8, Yosys 0.63+post, stock flow scripts
make -C /OpenROAD-flow-scripts/flow DESIGN_CONFIG=/design/flow/config.mk WORK_HOME=/design/flow/orfs finish
### flow/constraint.sdc
current_design Top

set clk_period 3.7
set clk_io_pct 0.2

create_clock -name clk0 -period $clk_period [get_ports {clk}]

set non_clock_inputs [all_inputs -no_clocks]
set_input_delay [expr $clk_period * $clk_io_pct] -clock clk0 $non_clock_inputs
set_output_delay [expr $clk_period * $clk_io_pct] -clock clk0 [all_outputs]
### flow/config.mk
export PLATFORM = sky130hd
export DESIGN_NAME = Top
export DESIGN_NICKNAME = Top
export VERILOG_FILES = /design/flow/design.v
export SDC_FILE = /design/flow/constraint.sdc
export NUM_CORES = 4
export LEC_CHECK = 1
export CORE_UTILIZATION = 50
### flow/design.v
`timescale 1ns / 1ps
module Receiver(
		input ps2d,
		input CLK,
		output [25:0]FinalNote	
    );
	 reg [25:0] Frec;
	 reg[7:0] data;
	 reg [3:0] estado;
	 reg [25:0] count;
	 reg clkRedu;
	 always @(posedge CLK) begin
		count <= count + 1;
		if(count == 1_786) begin 
			clkRedu <= !clkRedu;
			count <= 0;
		end
	 end
	 always @(posedge clkRedu)
	 begin 
		case(estado)
		0: begin
			if(ps2d == 0)
				estado <= 1;
			else
				estado <= 0;
		end
		1: begin
			data[0] <= ps2d;
			estado <= 2;
		end
		2: begin
			data[1] <= ps2d;
			estado <= 3;
		end
		3: begin
			data[2] <= ps2d;
			estado <= 4;
		end
		4: begin
			data[3] <= ps2d;
			estado <= 5;
		end
		5: begin
			data[4] <= ps2d;
			estado <= 6;
		end
		6: begin
			data[5] <= ps2d;
			estado <= 7;
		end
		7: begin
			data[6] <= ps2d;
			estado <= 8;
		end
		8: begin
			data[7] <= ps2d;
			estado <= 9;
		end
		9:
			estado <= 0;
		default:
			estado <= 0;
		endcase
	 end
	 always @(posedge clkRedu) begin
		if(data == 8'h1Z)  
			Frec <= 95_555;
		else if(data == 8'h22)  
			Frec <= 85_132;
		else if (data == 8'h21)  
			Frec <= 75_843;
		else if (data == 8'h2A)  
			Frec <= 71_586;
		else if (data == 8'h32)  
			Frec <= 63_776;
		else if (data == 8'h31)  
			Frec <= 56_818;
		else if (data == 8'h3A)  
			Frec <= 50_620;
		else if(data == 8'h1C)  
			Frec <= 190_840;
		else if(data == 8'h1B)  
			Frec <= 173_611;
		else if (data == 8'h23)  
			Frec <= 151_515;
		else if (data == 8'h2B)  
			Frec <= 142_857;
		else if (data == 8'h34)  
			Frec <= 127_551;
		else if (data == 8'h33)  
			Frec <= 113_636;
		else if (data == 8'h3B)  
			Frec <= 101_239;
		else if(data == 8'h15)  
			Frec <= 382_205;
		else if(data == 8'h1D)  
			Frec <= 340_507;
		else if (data == 8'h24)  
			Frec <= 303_361;
		else if (data == 8'h2D)  
			Frec <= 286_336;
		else if (data == 8'h2C)  
			Frec <= 255_102;
		else if (data == 8'h35)  
			Frec <= 227_273;
		else if (data == 8'h3C)  
			Frec <= 202_478;
			else if(data == 8'h16)  
			Frec <= 764_526;
		else if(data == 8'h1E)  
			Frec <= 681_013;
		else if (data == 8'h26)  
			Frec <= 606_796;
		else if (data == 8'h25)  
			Frec <= 572_737;
		else if (data == 8'h2E)  
			Frec <= 510_204;
		else if (data == 8'h36)  
			Frec <= 454_545;
		else if (data == 8'h3D)  
			Frec <= 404_924;
		else 
			Frec <= 0;
	 end
	assign FinalNote = Frec;
endmodule
`timescale 1ns / 1ps
module Top(
		input PS2D,
		input clk,
		output reg NOTE
    );
	 wire[25:0] note;
	 reg [25:0] count;
	 Receiver receiver(.ps2d(PS2D), .CLK(clk), .FinalNote(note));
	 always @(posedge clk) begin
		begin
			count <= count + 1;
			if(count == note) begin
				NOTE <= !NOTE;  
				count <= 0;
			end
		end
	 end
endmodule
==> flow_summary.json <==
{
  "routedWlPerCell_um": 15.3,
  "crit_type": "reg2reg",
  "vias": 3599,
  "nFillCells": 789,
  "coreArea_um2": 8720,
  "worstReg2RegStart": "count[22]",
  "post_cts_resized": 0,
  "min_path_type": "reg2reg",
  "ys_sh_xor_pct": 14.6,
  "fin_setup_tns_ps": 0,
  "r2r_end": "NOTE",
  "layout-drive-gt1-share_pct": 5.83,
  "rsz0062_at_grt": "no",
  "cp_cell_sequence": "or4_1 -> nor3_1 -> nand4_1 -> nor3_2 -> buf_4",
  "ys_top_cells_by_count": "dfxtp_1, nor2_1, nand2_1, xnor2_1, nand3_1",
  "ant_nets": 0,
  "synthMuxAreaShare_pct": 0.473,
  "r2r_cells": 5,
  "synthDistinctLibCells": 59,
  "top_cells_by_area": "dfxtp_1, xnor2_1, edfxtp_1, xor2_1, nor2_1",
  "tightestPinTransition_ps": 882,
  "status": "finished, final reports clean",
  "synth_cells": 526,
  "wl_met3_um": 472,
  "cp_slowest_stage_delay_ps": 520,
  "grt_pass1_wl_um": 16000,
  "wirelength_um": 9520,
  "compound_area_share_pct": 11.5,
  "power_uw": 939,
  "grt_max_degree": 35,
  "yosys.stat.seqShare_pct": 40.5,
  "slowest_stage": "or4_1",
  "synth_area_um2": 4500,
  "yosys_warnings": 3,
  "clk_pin_slew_ps": 110,
  "top_logic_kind": "simple AND/OR/NAND/NOR gates",
  "cts_tree": "done",
  "unclocked_regs": 32,
  "grt_pass1_vias": 3234,
  "die-area_um2": 9380,
  "ios": 3,
  "hold_slack_ps": 458,
  "antenna_found_initial": 0,
  "hold_start": "count[25]",
  "regToRegSetupSlack_ps": 1390,
  "diodes": 0,
  "slew_violations": 0,
  "cp.required_ps": 3740,
  "via_per_inst": 5.78,
  "crit_start": "count[22]",
  "initialDrtViolationCount": 162,
  "synth_flops": 86,
  "met2_length_um": 4320,
  "insertion_delay_ps": 320,
  "endpoint_kind": "flip-flop",
  "syn_area_per_cell_um2": 8.55,
  "highest_layer": "met4",
  "clockBufferDepth": 2,
  "clock.fmax_mhz": 432,
  "ys_sh_simple_pct": 28.4,
  "portBuffers": 2,
  "yosysCellCount": 526,
  "synth_top_flop_cell": "dfxtp_1",
  "most_common_cell": "dfxtp_1",
  "worstPathArrival_ps": 2350,
  "p_per_area_nw_per_um2": 201,
  "syn_to_final_growth_pct": 3.81,
  "min_period_ps": 2310,
  "async_flop_share_pct": 0,
  "cts_root_buffer": "clkbuf_8",
  "place_hpwl_um": 6950,
  "synth.top_cell.area_share_pct": 33.8,
  "drt_pass1_iterations": 4,
  "top_area_cell": "dfxtp_1",
  "grt_overflow": 0,
  "crit_path_end": "NOTE",
  "finalClockPeriodUsage_pct": 62.5,
  "met1Wirelength_um": 4550,
  "synth_adder_area_share_pct": 0.835,
  "die_w_um": 96.8,
  "post-route-drc-count": 0,
  "cts.htree.levels": 2,
  "warnings": 26,
  "skew_ps": 18.2,
  "initCoreUtil_pct": 51.6,
  "irDropWorstVdd_uv": 169,
  "yosys_area_um2": 4500,
  "grt.total_usage_pct": 21.2,
  "finalHoldViolCount": 0,
  "cap_violations": 0,
  "leakage_nw": 1.64,
  "rows": 34,
  "unconstrained_endpoints": 40,
  "numCtsBuffers": 5,
  "edf_count": 10,
  "hold_buffers": 0,
  "slew_headroom_pct": 41.2,
  "worstPathMaxFanout": 12,
  "startpoint_type": "flip-flop",
  "cts_setup_buffers": 0,
  "gp_congestion": 1.00,
  "die_h_um": 96.8,
  "setup_viol": 0
}
flip-flops by register name (all words and copies together), names as in the netlist:
register,flops
NOTE,1
count,26
receiver.clkRedu,1
receiver.count,26
receiver.Frec,20
receiver.data,8
receiver.estado,4
metrics by stage:
| step | std cells | area (um2) | worst slack, ps | utilization, % |
|---|---|---|---|---|
| floorplan | 526 | 4500 | 1980 | - |
| global placement | 615 | 4570 | 1440 | 52.4 |
| detailed placement | 615 | 4570 | 1380 | 52.4 |
| CTS | 623 | 4670 | 1360 | 53.5 |
| global route | 623 | 4670 | 1180 | 53.5 |
| finish | 623 | 4670 | 1390 | 53.5 |
layout make-up:
class / instances / area [um2] / share of cell area, %
clock inverters: 2 / 15.0 / 0.322
clock buffers: 6 / 82.6 / 1.77
multi-input cells: 404 / 2520 / 54.0
well taps: 108 / 135 / 2.89
repair buffers: 7 / 57.6 / 1.23
inverters: 10 / 37.5 / 0.804
flip-flops and latches: 86 / 1820 / 39.0
layout by cell type, fill, tap and decap left out, drive strengths merged, types with 18 or more instances in the layout:
master and n:
a21oi 18, dfxtp 76, nand2 42, nand3 37, nand4 18, nor2 63, nor3 18, o21ai 26
xnor2 41, xor2 34
cell families after synthesis:
logic type | Yosys count
flip-flops | 86
adder cells (fa/ha/maj) | 3
buffers and inverters | 36
AND-OR/OR-AND | 84
XOR/XNOR | 75
multiplexers | 2
AND/OR/NAND/NOR | 240
worst min-delay path by stage:
stage                 slack [ps]        end  cells past startpoint
after CTS                    460  count[25]                      1
after global routing         500  count[24]                      1
final                        460  count[25]                      1
per-layer routing:
metal / global-route usage [%] / up-vias
met3: 2.28 / 15
met5: 0 / -
met2: 32.3 / 97
met4: 4.71 / 0
met1: 34.0 / 1670
li1: - / 1817
report_power, final:
part / total (mW) / switching (mW) / internal, mW
Sequential: 0.585 / 0 / 0.585
Combinational: 0.00239 / 0.00122 / 0.00117
Clock: 0.351 / 0.196 / 0.155
critical path, delay by kind of cell (launching register included):
| family | cells | cell delay [ps] |
|---|---|---|
| flip-flops | 1 | 350 |
| buffers and inverters | 1 | 310 |
| AND/OR/NAND/NOR | 4 | 1360 |
